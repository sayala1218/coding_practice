File: design.v
module add16 (
    input [15:0] a,
    input [15:0] b,
    input cin,
    output [15:0] sum,
    output cout
);
    logic unsigned [16:0] total_logic;
    assign total_logic = a + b + cin;
    assign sum = total_logic[15:0];
    assign cout = total_logic[16];
endmodule
module add16_testbench();
    logic [15:0] a;
    logic [15:0] b;
    logic cin;
    logic [15:0] sum;
    logic cout;
    add16 dut (.*);
    initial begin
        a = 16'd0;  b = 16'd4;  cin = 1;    #10;
        a = 16'd5;  b = 16'd5;              #10;
        a = 16'd10; b = 16'd1;  cin = 0;    #10;
        a = '1;     b = '0;                 #10;
        a = '1;     b = '0;     cin = 1;    #10;
    end
endmodule
module addsub(
    input [31:0] a,
    input [31:0] b,
    input sub,
    output [31:0] sum
);
    logic [15:0] out_low, out_high;
    logic carry;
    logic [31:0] bin;
    assign bin = sub ? ~b+1 : b;
    add16 low ( .a(a[15:0]), .b(bin[15:0]), .cin(0), .sum(out_low), .cout(carry));
    add16 high ( .a(a[31:16]), .b(bin[31:16]), .cin(carry), .sum(out_high), .cout());
    assign sum = {out_high, out_low};
endmodule
module addsub_testbench ();
    logic [31:0] a;
    logic [31:0] b;
    logic sub;
    logic [31:0] sum;
    addsub dut (.*);
    initial begin
       a = 32'd0;   b = 32'd0;  sub = 0;    #10;
       a = 32'd0;   b = 32'd1;  sub = 0;    #10;
       a = 32'd0;   b = 32'd2;  sub = 0;    #10;
       a = 32'd1;   b = 32'd1;  sub = 0;    #10;
       a = 32'd2;   b = 32'd2;  sub = 1;    #10;
    end
endmodule
File: config.mk
export PLATFORM = sky130hd
export DESIGN_NAME = addsub
export DESIGN_NICKNAME = addsub
export VERILOG_FILES = /design/flow/design.v
export SDC_FILE = /design/flow/constraint.sdc
export NUM_CORES = 4
export LEC_CHECK = 1
export CORE_UTILIZATION = 40
File: run.sh
#!/bin/bash
# OpenROAD 26Q1-2900-gdf79404cd8, Yosys 0.63+post, stock flow scripts
make -C /OpenROAD-flow-scripts/flow DESIGN_CONFIG=/design/flow/config.mk WORK_HOME=/design/flow/orfs finish
File: constraint.sdc
current_design addsub

set clk_period 22.6
set clk_io_pct 0.2

create_clock -name clk0 -period $clk_period

set non_clock_inputs [all_inputs -no_clocks]
set_input_delay [expr $clk_period * $clk_io_pct] -clock clk0 $non_clock_inputs
set_output_delay [expr $clk_period * $clk_io_pct] -clock clk0 [all_outputs]
==> reports/summary.txt <==
Final ANT Viol Nets = 0
hold-fix buffers at CTS = 0
Avg Vias per Cell = 5.25
Core ar. = 0.00511 sq mm
Critical Path AT = 9.88 ns
Mapped Cells = 299
antenna cells = 0
share of layout cells above drive strength 1 = 2.80%
remaining global-route overflow = 0
sequential element share of the synthesized area = 0%
Pleak = 1.21 nW
chip area = 0.00561 sq mm
CP bufs+invs = 2
Synth Cell Area = 0.00213 sq mm
Worst Setup Path Type = input port to output port
largest net degree at the start of global routing = 33
WL final = 5560 microns
RSZ-0062 raised after global routing = no
1st-pass router iterations = 4
critical path's top delay family = AND-OR/OR-AND gates
worst rel slew slack = 53.6%
Synth top cell by count = xnor2_1
leading area contributor after synthesis = xnor2_1
final slew viol count = 0
hold wc startpoint = a[0]
Placed Area = 0.00318 sq mm
hold endpoint = sum[0]
row count = 26
Period Utilization, post-route = 63.7%
Max FO, Critical Path = 5
setup tns final = 0 ns
status = finished clean
Post-CTS Resized = 0
DIE WIDTH = 74.9 microns
Critical Path End Type = output port
Unique cell types = 45
drc violations = 0
GRT Util Overall = 19.8%
Worst VDD drop = 0.0237 mV
cell breakdown of the critical path = clkdlybuf4s50_1 -> or4_4 -> or4_4 -> o31ai_1 -> xnor2_1 -> ha_1 -> a21o_1 -> a21oi_1 -> nor2b_1 -> o21ai_0 -> o211ai_1 -> o2bb2ai_1 -> fa_1 -> fa_1 -> nor2b_1 -> o31ai_1 -> a211oi_1 -> nor2_1 -> a21oi_1 -> xor2_1 -> clkdlybuf4s50_1
Tmin final = 14.40 ns
Max-cap violations = 0
Power Density = 36.5 mW/mm^2
Tightest Hold Check Type = input port to output port
registers = 0
chip area line of the yosys report = 0.00213 sq mm
initial antenna violation count = 0
synth warn = 1
Mean Syn Cell Area = 7.11 sq um
Critical Path Source = b[5]
global placement routability congestion = 0.816
final setup violating endpoints = 0
Wirelength per Cell = 12.0 microns
CP peak stage delay = 0.56 ns
Final Cell Area = 0.00318 sq mm
tool warning count = 33
register area = 0 sq um
Layout Utilization = 62.2%
drt initial violations = 95
Max-area cell share = 19.0%
Slew @ Worst Pin = 0.689 ns
Die Height = 74.9 microns
fmax = 69.5 MHz
Fin. Hold Viols = 0
HPWL Detailed = 4790 microns
boundary pin count = 97
ys cells = 299
number of global-route vias before repair = 2072
clkbuf count = 0
synth top area cells = xnor2_1, ha_1, o21ai_0
crit path max-delay cell type = or4_4
CP Launch Type = input port
Syn-to-layout area delta = 49.4%
Fillers = 516
WHS Path Cells = 3
FP Util = 41.6%
PortBufs = 97
Post-CTS Setup Inserts = 0
most instantiated cells after synthesis = xnor2_1, ha_1, o21ai_0, nand2_1, a21oi_1
first-pass GRT wire length = 8830 microns
CP Data Required Time = 18.08 ns
worst hold slack = 10.08 ns
via count = 2431
tightest hold or removal path: cells and delay by family:
| family | cells | cell delay (ns) |
|---|---|---|
| buf+inv | 2 | 0.92 |
| fa+ha+maj | 1 | 0.13 |
metrics by stage:
step | power, mW | setup slack, ns | cells
after floorplan | 0.0585 | 9.63 | 299
after global placement | 0.116 | 8.31 | 463
after detailed placement | 0.116 | 8.20 | 463
after CTS | 0.117 | 8.17 | 463
after global routing | 0.129 | 7.75 | 463
final | 0.116 | 8.20 | 463
cell type report:
| class | count | area (sq um) | area share, % |
|---|---|---|---|
| Timing Repair Buffer | 98 | 978 | 30.8 |
| Multi-Input combinational cell | 282 | 2060 | 64.9 |
| Tap cell | 70 | 87.6 | 2.76 |
| Inverter | 13 | 48.8 | 1.54 |
how the worst max path moves through the flow:
| stage | cells past startpoint | slack (ns) | to |
|---|---|---|---|
| 6_report | 21 | 8.20 | sum[28] |
| 5_1_grt | 19 | 7.75 | sum[28] |
| 4_1_cts | 19 | 8.17 | sum[28] |
placed cells by master, fill, tap and decap left out, drive strengths merged, types with 2 or more instances in the layout:
cell type      count
a211oi             8
a21boi             2
a21o               7
a21oi             22
a31oi              3
clkdlybuf4s50     97
fa                 3
ha                31
inv               13
nand2             24
nand2b             8
nand3              6
nand3b             2
nand4              3
nor2              21
nor2b              5
nor3               6
nor3b              2
nor4               3
o211ai             2
o21a               4
o21ai             26
o21bai             4
o221ai             2
o31ai             11
o41ai              3
or2                3
or3                4
or4                6
xnor2             46
xor2               6
layer usage:
layer  GRT usage (%)  routed length (microns)  share of wire [%]  up-vias
met1            29.6                     2780                 50     1042
met2            33.1                     2470                 44       62
met3            1.22                      269                4.8        4
met4            1.68                       48               0.86        0
met5               0                        0                  0        -
li1                -                        -                  -     1323
kinds of logic after synthesis:
logic type      share of synthesized area [%]
fa+ha+maj                                21.1
xor+xnor                                 21.4
mux                                     0.530
buf+inv                                  3.00
simple gates                             23.7
compound gates                           30.3
where the power goes:
| group | total [mW] | leakage, nW | switching (mW) | internal, mW |
|---|---|---|---|---|
| Combinational | 0.116 | 1.21 | 0.0448 | 0.0712 |
| Clock | 0 | 0 | 0 | 0 |
| Sequential | 0 | 0 | 0 | 0 |
| Total | 0.116 | 1.21 | 0.0448 | 0.0712 |
No activity file was given, so power comes from the tool's default toggle rates.

==> design/flow/design.v <==
module add16 (
    input [15:0] a,
    input [15:0] b,
    input cin,
    output [15:0] sum,
    output cout
);
    logic unsigned [16:0] total_logic;
    assign total_logic = a + b + cin;
    assign sum = total_logic[15:0];
    assign cout = total_logic[16];
endmodule
module add16_testbench();
    logic [15:0] a;
    logic [15:0] b;
    logic cin;
    logic [15:0] sum;
    logic cout;
    add16 dut (.*);
    initial begin
        a = 16'd0;  b = 16'd4;  cin = 1;    #10;
        a = 16'd5;  b = 16'd5;              #10;
        a = 16'd10; b = 16'd1;  cin = 0;    #10;
        a = '1;     b = '0;                 #10;
        a = '1;     b = '0;     cin = 1;    #10;
    end
endmodule
module cseladd(
    input [31:0] a,
    input [31:0] b,
    output [31:0] sum
);
    logic carry_sel;
    logic [15:0] sum_low, sum_high0, sum_high1, sum_high;
    add16 low ( .a(a[15:0]), .b(b[15:0]), .cin(0), .sum(sum_low), .cout(carry_sel));
    add16 high0 ( .a(a[31:16]), .b(b[31:16]), .cin(0), .sum(sum_high0), .cout() );
    add16 high1 ( .a(a[31:16]), .b(b[31:16]), .cin(1), .sum(sum_high1), .cout() );
    assign sum_high = carry_sel ? sum_high1: sum_high0;
    assign sum = {sum_high, sum_low};
endmodule
==> design/flow/run.sh <==
#!/bin/bash
# OpenROAD 26Q1-2900-gdf79404cd8, Yosys 0.63+post, stock flow scripts
make -C /OpenROAD-flow-scripts/flow DESIGN_CONFIG=/design/flow/config.mk WORK_HOME=/design/flow/orfs finish
==> design/flow/config.mk <==
export PLATFORM = sky130hd
export DESIGN_NAME = cseladd
export DESIGN_NICKNAME = cseladd
export VERILOG_FILES = /design/flow/design.v
export SDC_FILE = /design/flow/constraint.sdc
export NUM_CORES = 4
export LEC_CHECK = 1
export CORE_AREA = 10 10 104 104
export DIE_AREA = 0 0 114 114
==> design/flow/constraint.sdc <==
current_design cseladd

set clk_period 16.3
set clk_io_pct 0.2

create_clock -name clk0 -period $clk_period

set non_clock_inputs [all_inputs -no_clocks]
set_input_delay [expr $clk_period * $clk_io_pct] -clock clk0 $non_clock_inputs
set_output_delay [expr $clk_period * $clk_io_pct] -clock clk0 [all_outputs]
==> impl_metrics.py <==
# Synthesis and PnR figures
metrics = {
    "logic_synthesis": {
        "ys_seq_share_pct": 0,
        "synth.distinct_cells": 47,
        "top_cell_area_share_pct": 22.8,
        "synth_stat.cells": 228,
        "area_leaders": "ha_1, xnor2_1, a21oi_1",
        "syn_area_um2": 1760,
        "syn_avg_cell_area_um2": 7.72,
        "common_cells": "ha_1, xnor2_1, a21oi_1, nor2_1, inv_1",
        "yosysMostFrequentCell": "ha_1",
        "yosysTopAreaCell": "ha_1",
        "yosys_warnings": 3,
        "syn_inst": 228,
        "ys_chip_area_um2": 1760,
    },
    "detailed_routing": {
        "antennaDiodeCount": 0,
        "antenna_left": 0,
        "first_pass_iters": 5,
        "top_layer_used": "met3",
        "wl_met3_um": 644,
        "drc": 0,
        "wl_um": 5840,
        "drtIter0Drc": 33,
        "wl_met2_um": 2470,
        "via_per_inst": 4.54,
        "wl_met1_um": 2730,
        "vias": 1954,
        "avgRoutedWirePerCell_um": 13.6,
    },
    "flow_run": {
        "maxCapViolCount": 0,
        "tool_warnings": 32,
    },
    "die": {
        "placeableCoreArea_um2": 8680,
        "initCoreUtil_pct": 20.3,
        "rows": 34,
        "chip_area_um2": 13000,
        "pin_count": 96,
        "die_x_um": 114,
        "fp.dieH_um": 114,
    },
    "placement": {
        "place_inst": 430,
        "pre_cts_slack_ns": 6.43,
        "placed_area_um2": 2850,
        "hpwl_um": 5320,
        "gp_congestion": 0.846,
        "io_buffer_count": 96,
    },
    "sta": {
        "drv_slew": 0,
        "finalSetupTns_ns": 0,
        "fmax_mhz": 102,
        "final-setup-viol-count": 0,
        "tightest_slew_ns": 0.486,
        "fin_hold_ws_ns": 7.55,
        "rsz0062_at_grt": "false",
        "slew-limit-headroom_pct": 67.4,
        "setup_ws_ns": 6.48,
        "finalCritPeriodShare_pct": 60.2,
        "hold_viol_final": 0,
        "fin_crit_ns": 9.82,
    },
    "setup_path": {
        "crit_fanout": 4,
        "crit_path_start_kind": "primary input",
        "worstPathArrival_ns": 6.56,
        "endpoint_kind": "primary output",
        "worstSetupPathType": "in2out",
        "critPathRequiredTime_ns": 13.04,
    },
    "cts": {
        "ctsHoldBuffers": 0,
        "cts_setup_buffers": 0,
        "cts_resized": 0,
    },
    "global_routing": {
        "antenna_found_initial": 0,
        "grt_pass1_wl_um": 9580,
        "grt_pass1_vias": 2041,
        "grt_max_degree": 12,
        "track_usage_pct": 8.66,
        "grt_overflow_total": 0,
    },
    "final_layout": {
        "regArea_um2": 0,
        "n_clock_buffer": 0,
        "finalNonFillerCells": 430,
        "drive_above_1_share_pct": 4.35,
        "num-fill-cells": 915,
        "flops": 0,
        "post-route-util_pct": 32.8,
        "areaGrowthSynthToFinish_pct": 61.9,
        "fin_area_um2": 2850,
    },
    "power_and_ir_drop": {
        "power_density_nw_per_um2": 44.5,
        "p_leak_nw": 1.15,
        "power_uw": 127,
        "peakVddDrop_mv": 0.0173,
    },
    "worst_hold_path": {
        "min_path_type": "in2out",
    },
    "run_status": {
        "status": "finished, final reports clean",
    },
}
==> logic make-up (layout without fill, tap and decap cells) <==
group	Yosys count	count (layout)	share of synthesized area, %
AOI/OAI and AO/OA	77	77	32.7
xor gates and xnor gates	41	41	20.8
adders and majority gates	34	34	25.0
buffers and inverters	16	110	3.41
muxes	1	1	0.640
and+or+nand+nor	59	59	17.4
==> final timing paths <==
check	start	cells after the start	endpoint	slack, ns
min	b[0]	3	sum[0]	7.55
max	a[16]	12	sum[27]	6.48
==> cell usage in the layout (no fill, tap or decap), types with 3 or more instances in the layout <==
master / netlist / layout
a211o_1: 3 / 3
a211oi_1: 8 / 8
a21o_1: 9 / 9
a21oi_1: 20 / 20
and3_1: 3 / 3
clkdlybuf4s50_1: 0 / 96
ha_1: 32 / 32
inv_1: 14 / 14
nand2_1: 10 / 10
nand3_1: 10 / 10
nand4_1: 5 / 5
nor2_1: 16 / 16
nor3_1: 3 / 3
o21a_1: 4 / 4
o21ai_0: 7 / 7
o21ai_1: 4 / 4
xnor2_1: 30 / 30
xor2_1: 10 / 10
==> cell type report <==
| cell class | count | area (um2) | area share (%) |
|---|---|---|---|
| Tap cell | 108 | 135 | 4.75 |
| Inverter | 14 | 52.6 | 1.85 |
| Timing Repair Buffer | 96 | 961 | 33.7 |
| Multi-Input combinational cell | 212 | 1700 | 59.7 |
==> where the power goes <==
group | internal, mW | leakage, nW | switching [mW]
Clock | 0 | 0 | 0
Sequential | 0 | 0 | 0
Combinational | 0.0757 | 1.15 | 0.0509
Total | 0.0757 | 1.15 | 0.0509
==> worst max-delay path, stage by stage <==
cell             delay, ns
clkdlybuf4s50_1       0.40
ha_1                  0.25
fa_1                  0.43
a211oi_1              0.30
o21bai_1              0.15
a21oi_1               0.20
xnor2_1               0.19
nand4_1               0.18
and4bb_4              0.41
nand3_1               0.10
xnor2_1               0.17
clkdlybuf4s50_1       0.50
==> metal layers <==
metal  vias to the layer above  global-route usage [%]
met5                         -                       0
met4                         0                       0
met3                         0                    3.08
met2                        69                    13.9
met1                       843                    11.6
li1                       1042                       -
Power figures rest on the tool's default switching activity, not on a simulated workload.
